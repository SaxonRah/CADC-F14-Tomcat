==> design.v <==
module PMU(
  input wire [19:0] operand_a,
  input wire [19:0] operand_b,
  output reg [39:0] result
);
always @(operand_a or operand_b) begin
  result = operand_a * operand_b;
end
endmodule
==> run.sh <==
#!/bin/bash
# OpenROAD 26Q1-2900-gdf79404cd8, Yosys 0.63+post, stock flow scripts
make -C /OpenROAD-flow-scripts/flow DESIGN_CONFIG=/design/flow/config.mk WORK_HOME=/design/flow/orfs finish
==> config.mk <==
export PLATFORM = sky130hd
export DESIGN_NAME = PMU
export DESIGN_NICKNAME = PMU
export VERILOG_FILES = /design/flow/design.v
export SDC_FILE = /design/flow/constraint.sdc
export NUM_CORES = 4
export LEC_CHECK = 1
export CORE_UTILIZATION = 40
==> constraint.sdc <==
current_design PMU

set clk_period 20.2
set clk_io_pct 0.2

create_clock -name clk0 -period $clk_period

set non_clock_inputs [all_inputs -no_clocks]
set_input_delay [expr $clk_period * $clk_io_pct] -clock clk0 $non_clock_inputs
set_output_delay [expr $clk_period * $clk_io_pct] -clock clk0 [all_outputs]
==> deck_impl_summary.md <==
Key Metrics from the Run

Final layout
  – FF+latch count: 0
  – Share of cells above drive strength 1: under 10%
  – Flop area: 0 um^2
  – P&R area growth vs syn: 9.52%
  – Final instance area: 14700 um^2
  – CLK BUF: 0

Floorplan
  – Row count: approximately 66
  – Die W: 185 um
  – Core area: roughly 33000 um^2
  – Chip area: between 30000 and 40000 um^2
  – Die Ht: roughly 180 um
  – Initial Util: a little over 40%
  – IO Pins: 80

Min path
  – Hold depth: 4
  – WHS Endpoint: result[0]
  – Critical hold path startpoint: operand_a[0]
  – HP Class: in -> out

Placed design
  – Port bufs: roughly 80
  – Place WS: between 4000 and 5000 ps
  – Final HPWL from detailed placement: ~26000 um
  – GPL Wtd Cong: ~0.9
  – Post-Place Cell Area: ~15000 um^2

Outcome
  – Status: finished, final reports clean

Critical path
  – Largest stage delay, worst path: 1050 ps
  – Slowest CP cell: clkdlybuf4s50_1
  – Critical path class: in -> out
  – Buf/Inv on CP: 9
  – CP arrival: between 10000 and 15000 ps
  – Top Family by Delay on Critical Path: adder cells
  – WP data required: 16160 ps
  – Setup crit end kind: output port
  – Crit Path Max Fanout: 20
  – CP Launch Type: primary input
  – Critical Path, Cell by Cell: clkdlybuf4s50_1, nand2_1, fa_1, inv_1, fa_1, inv_1, fa_1, inv_1, fa_1, inv_1, fa_1, inv_1, fa_1, inv_1, fa_1, inv_1, ha_1, and3_1, a311o_1, o21a_1, a31oi_2, a31oi_1, o211ai_1, clkdlybuf4s50_1

GRT
  – Largest net degree at the start of global routing: 21
  – Initial antenna violation count: 0
  – Overflow after GRT: 0
  – First-pass GRT wire length: approximately 53000 um
  – GRT Resource Usage Total: a little over a fifth
  – Vias in the first global route: 10200

Synth
  – Cell Type Count: 45
  – Ys cells: roughly 1500
  – Post-synthesis cell area: between 10000 and 15000 um^2
  – Register area share after synthesis: 0%
  – Synthesized area per cell: about 8.8 um^2
  – Yosys warning total: 1
  – Yosys stat chip area: roughly 13000 um^2
  – Syn Inst Count: ~1500

Detailed routing
  – Initial drt markers: between 300 and 400
  – Via count: 9923
  – WL per Instance: 16.1 um
  – Post-DRT Antenna Nets: 0
  – DRC: 0
  – DR pass1 iterations: 5
  – Via density: ~5.0
  – Overall routed net length: about 32000 um
  – N_diodes: 0

Timing
  – Slew headroom: between 40% and 50%
  – Hold slack: ~9200 ps
  – Max Freq: 63.2 MHz
  – Worst-Margin Slew: about 890 ps
  – Period minus WS final: ~16000 ps
  – Period utilisation layout: 78.3%
  – Post-route worst setup slack: about 4400 ps
  – RSZ-0062 raised after global routing: no
  – Setup TNS: 0 ps
  – Final setup viols: 0
  – Final hold violation count: 0
  – Pins Over Slew Limit: 0

Clock tree
  – Post-CTS Setup Bufs: 0
  – Hold_buf cts: 0
  – Post-CTS Resized: 0

Flow run
  – Tool warnings: 32
  – Maxcap violations: 0
-- routing by layer --
layer  vias to the layer above  part of all wire (%)  global-route usage, %  wire length [um]
li1                       4540                     -                      -                 -
met1                      5046                    39                   29.1             12700
met2                       300                    52                   36.9             16800
met3                        37                   6.3                   4.53              2010
met4                         0                   2.0                   3.50               637
met5                         -                     0                      0                 0
-- layout make-up --
| class | instances | area (um^2) |
|---|---|---|
| fill | 3210 | 18000 |
| tap | 442 | 553 |
| inverter | 359 | 1350 |
| timing repair buffer | 111 | 1030 |
| multi-input combinational | 1082 | 11700 |
-- logic make-up after synthesis --
| group | synth area share [%] |
|---|---|
| buffers and inverters | 12.4 |
| AOI/OAI and AO/OA | 5.29 |
| xor gates and xnor gates | 2.42 |
| adders and majority gates | 61.8 |
| and+or+nand+nor | 18.1 |
-- cells in the mapped netlist (2+ instances only) --
cell type,instances,area share [%]
a2111oi_0,2,0.13
nor3_1,6,0.22
and4_1,2,0.13
xor2_1,16,1.0
fa_1,320,48
and3_1,8,0.37
nand4_1,7,0.33
xnor2_1,21,1.4
o211ai_1,3,0.17
o21bai_1,5,0.28
a21oi_1,30,1.1
a31oi_1,3,0.14
a311o_1,3,0.22
nor2b_1,4,0.19
o21a_1,2,0.11
clkbuf_1,83,2.3
nand3_1,5,0.19
nor2_1,14,0.39
inv_1,359,10
or2_2,2,0.093
nor4_1,2,0.093
a21o_1,15,0.84
a221oi_2,2,0.22
a41oi_1,4,0.26
and2_1,216,10
or3_1,3,0.14
o21ai_0,8,0.30
nand2_1,201,5.6
nand2b_1,3,0.14
a211oi_1,2,0.11
ha_1,150,14
o21ai_2,2,0.13
o21ai_1,9,0.34
-- layout by cell type, fill, tap and decap left out, types with 3 or more instances in the layout --
master / instances
nand3_1: 5
fa_1: 320
nand4_1: 7
and2_1: 216
buf_4: 31
a21o_1: 15
xor2_1: 16
nand2_1: 201
nor2b_1: 4
nor2_1: 14
a41oi_1: 4
o21ai_1: 9
o21bai_1: 5
a21oi_1: 30
o21ai_0: 8
nand2b_1: 3
nor3_1: 6
or3_1: 3
inv_1: 359
ha_1: 150
clkdlybuf4s50_1: 80
a311o_1: 3
o211ai_1: 3
and3_1: 8
xnor2_1: 21
a31oi_1: 3
-- worst max-delay path by stage --
stage	start	end	slack, ps	depth (start not counted)
after CTS	operand_a[10]	result[39]	4340	24
after global routing	operand_a[10]	result[36]	4070	23
final	operand_a[10]	result[39]	4370	24
-- through the flow --
stage	utilization, %	std cells
after floorplan	-	1524
after global placement	44.9	1994
after detailed placement	44.9	1994
after CTS	44.9	1994
after global routing	44.9	1994
final	44.9	1994
